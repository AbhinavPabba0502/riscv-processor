--- /design/flow/run.sh ---
#!/bin/bash
# OpenROAD 26Q1-2900-gdf79404cd8, Yosys 0.63+post, stock flow scripts
make -C /OpenROAD-flow-scripts/flow DESIGN_CONFIG=/design/flow/config.mk WORK_HOME=/design/flow/orfs finish
--- /design/flow/config.mk ---
export PLATFORM = sky130hd
export DESIGN_NAME = riscv_top
export DESIGN_NICKNAME = riscv_top
export VERILOG_FILES = /design/flow/design.v
export SDC_FILE = /design/flow/constraint.sdc
export NUM_CORES = 4
export LEC_CHECK = 1
export CORE_UTILIZATION = 50
export SYNTH_MEMORY_MAX_BITS = 65536
--- /design/flow/design.v ---
module riscv_top (
    input         clk,
    input         reset,
    output [31:0] pc,
    output [31:0] result
);
    reg [31:0] if_id_pc, id_ex_pc, ex_mem_result, mem_wb_result;
    reg [31:0] if_id_inst;
    reg [31:0] id_ex_operand1, id_ex_operand2, id_ex_imm;
    reg [4:0]  id_ex_rd, ex_mem_rd, mem_wb_rd;
    reg [2:0]  id_ex_alu_op;
    reg        id_ex_alu_src, id_ex_mem_write, id_ex_reg_write, id_ex_mem_to_reg, id_ex_branch;
    reg        ex_mem_mem_write, ex_mem_reg_write, ex_mem_mem_to_reg, ex_mem_branch;
    reg        mem_wb_reg_write, mem_wb_mem_to_reg;
    reg [31:0] ex_mem_alu_result, ex_mem_store_data;
    reg        ex_mem_zero;
    reg [31:0] pc_reg;
    wire [31:0] next_pc, instruction;
    assign pc = pc_reg;
    always @(posedge clk or posedge reset) begin
        if (reset)
            pc_reg <= 32'b0;
        else
            pc_reg <= next_pc;
    end
    instruction_memory imem (
        .addr(pc_reg),
        .instr(instruction)
    );
    assign next_pc = ex_mem_branch && ex_mem_zero ? ex_mem_result : (pc_reg + 4);
    always @(posedge clk or posedge reset) begin
        if (reset) begin
            if_id_pc <= 32'b0;
            if_id_inst <= 32'b0;
        end else begin
            if_id_pc <= pc_reg;
            if_id_inst <= instruction;
        end
    end
    wire [6:0] opcode = if_id_inst[6:0];
    wire [2:0] funct3 = if_id_inst[14:12];
    wire [6:0] funct7 = if_id_inst[31:25];
    wire [4:0] rs1 = if_id_inst[19:15];
    wire [4:0] rs2 = if_id_inst[24:20];
    wire [4:0] rd = if_id_inst[11:7];
    wire [31:0] imm = (opcode == 7'b0010011 || opcode == 7'b0000011) ? {{20{if_id_inst[31]}}, if_id_inst[31:20]} :   
                      (opcode == 7'b0100011) ? {{20{if_id_inst[31]}}, if_id_inst[31:25], if_id_inst[11:7]} :   
                      (opcode == 7'b1100011) ? {{19{if_id_inst[31]}}, if_id_inst[31], if_id_inst[7], if_id_inst[30:25], if_id_inst[11:8], 1'b0} : 32'b0;  
    wire [2:0] alu_op;
    wire mem_write, reg_write, alu_src, mem_to_reg, branch;
    control_unit ctrl (
        .opcode(opcode),
        .funct3(funct3),
        .funct7(funct7),
        .alu_op(alu_op),
        .mem_write(mem_write),
        .reg_write(reg_write),
        .alu_src(alu_src),
        .mem_to_reg(mem_to_reg),
        .branch(branch)
    );
    wire [31:0] read_data1, read_data2;
    register_file regfile (
        .clk(clk),
        .rs1(rs1),
        .rs2(rs2),
        .rd(mem_wb_rd),
        .write_data(result),
        .reg_write(mem_wb_reg_write),
        .read_data1(read_data1),
        .read_data2(read_data2)
    );
    always @(posedge clk or posedge reset) begin
        if (reset) begin
            id_ex_operand1 <= 32'b0;
            id_ex_operand2 <= 32'b0;
            id_ex_imm <= 32'b0;
            id_ex_rd <= 5'b0;
            id_ex_alu_op <= 3'b0;
            id_ex_alu_src <= 1'b0;
            id_ex_mem_write <= 1'b0;
            id_ex_reg_write <= 1'b0;
            id_ex_mem_to_reg <= 1'b0;
            id_ex_branch <= 1'b0;
            id_ex_pc <= 32'b0;
        end else begin
            id_ex_operand1 <= read_data1;
            id_ex_operand2 <= read_data2;
            id_ex_imm <= imm;
            id_ex_rd <= rd;
            id_ex_alu_op <= alu_op;
            id_ex_alu_src <= alu_src;
            id_ex_mem_write <= mem_write;
            id_ex_reg_write <= reg_write;
            id_ex_mem_to_reg <= mem_to_reg;
            id_ex_branch <= branch;
            id_ex_pc <= if_id_pc;
        end
    end
    wire [31:0] alu_srcB = id_ex_alu_src ? id_ex_imm : id_ex_operand2;
    wire [31:0] alu_result;
    wire zero;
    alu alu_inst (
        .srcA(id_ex_operand1),
        .srcB(alu_srcB),
        .alu_op(id_ex_alu_op),
        .result(alu_result),
        .zero(zero)
    );
    wire [31:0] branch_target = id_ex_pc + (id_ex_imm << 1);
    always @(posedge clk or posedge reset) begin
        if (reset) begin
            ex_mem_alu_result <= 32'b0;
            ex_mem_store_data <= 32'b0;
            ex_mem_rd <= 5'b0;
            ex_mem_mem_write <= 1'b0;
            ex_mem_reg_write <= 1'b0;
            ex_mem_mem_to_reg <= 1'b0;
            ex_mem_branch <= 1'b0;
            ex_mem_zero <= 1'b0;
            ex_mem_result <= 32'b0;
        end else begin
            ex_mem_alu_result <= alu_result;
            ex_mem_store_data <= id_ex_operand2;
            ex_mem_rd <= id_ex_rd;
            ex_mem_mem_write <= id_ex_mem_write;
            ex_mem_reg_write <= id_ex_reg_write;
            ex_mem_mem_to_reg <= id_ex_mem_to_reg;
            ex_mem_branch <= id_ex_branch;
            ex_mem_zero <= zero;
            ex_mem_result <= branch_target;
        end
    end
    wire [31:0] mem_data;
    data_memory dmem (
        .clk(clk),
        .addr(ex_mem_alu_result),
        .write_data(ex_mem_store_data),
        .write_enable(ex_mem_mem_write),
        .read_data(mem_data)
    );
    always @(posedge clk or posedge reset) begin
        if (reset) begin
            mem_wb_result <= 32'b0;
            mem_wb_rd <= 5'b0;
            mem_wb_reg_write <= 1'b0;
            mem_wb_mem_to_reg <= 1'b0;
        end else begin
            mem_wb_result <= ex_mem_mem_to_reg ? mem_data : ex_mem_alu_result;
            mem_wb_rd <= ex_mem_rd;
            mem_wb_reg_write <= ex_mem_reg_write;
            mem_wb_mem_to_reg <= ex_mem_mem_to_reg;
        end
    end
    assign result = mem_wb_result;
endmodule
module alu (
    input  [31:0] srcA,       
    input  [31:0] srcB,       
    input  [2:0]  alu_op,     
    output reg [31:0] result,  
    output        zero        
);
    always @(*) begin
        case (alu_op)
            3'b000: result = srcA + srcB;   
            3'b001: result = srcA - srcB;   
            3'b010: result = (srcA < srcB) ? 32'd1 : 32'd0;  
            3'b011: result = srcA | srcB;   
            3'b100: result = srcA & srcB;   
            default: result = 32'b0;        
        endcase
    end
    assign zero = (result == 32'b0);
endmodule
module control_unit (
    input  [6:0] opcode,        
    input  [2:0] funct3,        
    input  [6:0] funct7,        
    output reg [2:0] alu_op,    
    output reg       mem_write, 
    output reg       reg_write, 
    output reg       alu_src,   
    output reg       mem_to_reg, 
    output reg       branch     
);
    always @(*) begin
        alu_op     = 3'b000;
        mem_write  = 1'b0;
        reg_write  = 1'b0;
        alu_src    = 1'b0;
        mem_to_reg = 1'b0;
        branch     = 1'b0;
        case (opcode)
            7'b0110011: begin  
                reg_write = 1'b1;
                alu_src   = 1'b0;
                mem_to_reg = 1'b0;
                case ({funct7, funct3})
                    10'b0000000_000: alu_op = 3'b000;  
                    10'b0100000_000: alu_op = 3'b001;  
                    10'b0000000_010: alu_op = 3'b010;  
                    10'b0000000_110: alu_op = 3'b011;  
                    10'b0000000_111: alu_op = 3'b100;  
                    default: alu_op = 3'b000;          
                endcase
            end
            7'b0010011: begin  
                reg_write = 1'b1;
                alu_src   = 1'b1;
                mem_to_reg = 1'b0;
                alu_op    = 3'b000;  
            end
            7'b0000011: begin  
                reg_write = 1'b1;
                alu_src   = 1'b1;
                mem_to_reg = 1'b1;
                alu_op    = 3'b000;  
            end
            7'b0100011: begin  
                mem_write = 1'b1;
                alu_src   = 1'b1;
                alu_op    = 3'b000;  
            end
            7'b1100011: begin  
                branch    = 1'b1;
                alu_src   = 1'b0;
                alu_op    = 3'b001;  
            end
            default: begin
                alu_op     = 3'b000;
                mem_write  = 1'b0;
                reg_write  = 1'b0;
                alu_src    = 1'b0;
                mem_to_reg = 1'b0;
                branch     = 1'b0;
            end
        endcase
    end
endmodule
module data_memory (
    input         clk,
    input  [31:0] addr,
    input  [31:0] write_data,
    input         write_enable,
    output [31:0] read_data
);
    reg [31:0] mem [0:255];  
    always @(posedge clk) begin
        if (write_enable)
            mem[addr >> 2] <= write_data;
    end
    assign read_data = mem[addr >> 2];
endmodule
module instruction_memory (
    input  [31:0] addr,
    output [31:0] instr
);
    reg [31:0] mem [0:255];  
    initial begin
        mem[0] = 32'h005302b3;  
        mem[1] = 32'h405302b3;  
        mem[2] = 32'h00530333;  
        mem[3] = 32'h005363b3;  
        mem[4] = 32'h005373b3;  
        mem[5] = 32'h00530093;  
        mem[6] = 32'h00032083;  
        mem[7] = 32'h00532023;  
        mem[8] = 32'hfe528ee3;  
    end
    assign instr = mem[addr >> 2];
endmodule
module register_file (
    input         clk,
    input  [4:0]  rs1,
    input  [4:0]  rs2,
    input  [4:0]  rd,
    input  [31:0] write_data,
    input         reg_write,
    output [31:0] read_data1,
    output [31:0] read_data2
);
    reg [31:0] registers [0:31];
    initial begin
        registers[0] = 32'b0;  
        registers[5] = 32'd5;  
        registers[6] = 32'd10;  
    end
    always @(posedge clk) begin
        if (reg_write && rd != 0)
            registers[rd] <= write_data;
    end
    assign read_data1 = registers[rs1];
    assign read_data2 = registers[rs2];
endmodule
--- /design/flow/constraint.sdc ---
current_design riscv_top

set clk_period 137.0
set clk_io_pct 0.2

create_clock -name clk0 -period $clk_period [get_ports {clk}]

set non_clock_inputs [all_inputs -no_clocks]
set_input_delay [expr $clk_period * $clk_io_pct] -clock clk0 $non_clock_inputs
set_output_delay [expr $clk_period * $clk_io_pct] -clock clk0 [all_outputs]
==> results.cfg <==
; implementation run metrics
[worst_setup_path]
critical-path-slowest-cell = dfrtp_1
timing.rr.start = ex_mem_alu_result[2]
worst-path-max-fanout = 13
reg2reg_depth = 13
path_cells = clkdlybuf4s50_1
path_depth = 1
reg2reg_slack_ns = 128.27
crit_family = flip-flops
cp_slowest_stage_delay_ns = 0.57
critPathLaunchType = register
end_kind = output port
critical_path_arrival_ns = 2.27
timing_worst_setup_path_type = reg -> out
worst-path-buf-inv = 1
crit-reg2reg-capture = mem_wb_result[19]
worst_ep_required_time_ns = 109.60
worstSetupStartpoint = pc_reg[4]
worst_setup_path_endpoint = pc[4]

[synth]
yosys-stat-area_mm2 = 0.338
synthDominantCellAreaShare_pct = 75.1
postSynthSeqShare_pct = 77.6
synth.cell_area_mm2 = 0.338
ys_cells = 14200
synth-warning-count = 6
ys_async_sr_fraction_pct = 3.80
synthTopCellsByArea = edfxtp_1, mux4_2, dfrtp_1, ha_1, clkbuf_1
synth_cells = 14200
numSynthFlops = 8782
yosys.area.top_type = edfxtp_1
synth-main-ff-cell = edfxtp_1
count_of_flip_flops_with_a_built_in_enable_after_synthesis = 8448
synth.lib_cells_used.distinct = 95
syn-mean-instance-area_um2 = 23.8

[final_timing]
slew-limit-headroom_pct = 4.63
maxSlewViolCount = 0
achievable-frequency_mhz = 33.7
final.setup.tns_ns = 0
final.min_clock_period_ns = 29.67
worst-slew-pin-transition_ns = 1.39
setup_ws_ns = 107.33
layout_worst_path_cycle_share_pct = 21.7
hold_viol_final = 0
setup_repair_after_global_routing_missed_its_margin = no
finalSetupViolations = 0
fin_worst_skew_ns = 0.0617

[floorplan]
rows = 301
number_of_ports_placed_on_the_die_boundary = 66
die_area_mm2 = 0.679
core_region_area_mm2 = 0.673
floorplan.initialDensity_pct = 50.2
dieWidth_um = 824
dieHeight_um = 824

[clock_network]
cts-root-buf = clkbuf_16
clkLatencyLatePin_ns = 1.20
clk_pin_slew_ns = 0.06
clk_path_buf_depth = 4
cts.hold.buffers_added = 0
number_of_buffers_created_by_cts = 859
tritoncts = built
post_cts.repair.setup_buffers = 0
post_cts.resized_instances = 0
clock_sink_count = 8782
htreeDepth = 6

[final_layout]
largest_register_ffs = 8192
final_cell_count_no_fill = 25000
area_growth_syn_to_layout_pct = 13.1
largest_register = dmem.mem
area.sequential_mm2 = 0.262
mostFrequentLayoutCell = edfxtp_1
filler_cell_count = 47000
final-comb-area_mm2 = 0.0747
final_layout_size_suffix_gt1_share_pct = 31.7
lay_top_cells = edfxtp_1, mux4_2, clkbuf_16, buf_4, dfrtp_1
top_regs = dmem.mem x8192, regfile.registers x256

[outcome]
status = finished clean

[global_routing]
groute.layer.met2.usage_pct = 42.6
grt_most_used_layer = met2
antenna_found_initial = 70
grt.total_usage_pct = 31.8
globalRouteMet3Util_pct = 31.0
globalRouteOverflowTotal = 0
first_global_vias = 175000
global_route_wire_length_before_repair_um = 1310000
grt_max_degree = 113
met1_usage_pct = 34.9

[place]
pre_cts_ws_ns = 106.33
gp_congestion = 0.911
dpl.cell_count = 23300
io_buffer_count = 65
place_hpwl_um = 549000

[pwr]
power.density_cell_area_mw_per_mm2 = 14.2
total_leakage_power_nw = 120
ir_drop_uv = 14.2

[job]
warning_count = 140
max-cap-violations = 0

[routing]
post-route-drc-count = 0
route.detailed.wl_per_inst_um = 37.6
dr.pass1.iters = 5
antenna_left = 0
vias = 157000
detailedRoute.firstIterationViolations = 10900
routed_via_density = 6.27
wl_um = 939000

[hold_path]
hp-class = reg -> reg
timing.hold.worst.start = id_ex_reg_write
-- Yosys cell counts, types with 13 or more instances --
cell and instances:
inv_1 122, nor3_1 45, mux2i_1 45, mux2_2 88, o211ai_1 16, nor2b_1 21, nand2b_1 32, clkbuf_1 420
mux4_2 2660, nand4_1 34, a221oi_1 19, nand2_1 223, buf_1 199, o21ai_0 112, a22oi_1 110, ha_1 151
buf_2 114, a22o_1 17, a21oi_1 132, nor2_1 413, xor2_1 25, a31oi_1 22, a211oi_1 14, o21bai_1 13
dfrtp_1 333, xnor2_1 37, edfxtp_1 8448, a21o_1 26, or3_1 15, and3_1 15, nand3_1 51, and2_1 18
-- cell families (layout without fill, tap and decap cells) --
group | after synthesis | in the layout | synth area share [%]
adders and majority gates | 154 | 154 | 0.577
buffers and inverters | 867 | 2528 | 1.02
other | 2 | 170 | 0.00222
and+or+nand+nor | 924 | 924 | 1.24
muxes | 2793 | 2793 | 18.2
DFF | 8782 | 8782 | 77.6
AOI/OAI and AO/OA | 630 | 630 | 1.29
xor gates and xnor gates | 62 | 62 | 0.161
-- through the flow --
step / utilization (%) / instance area, um2 / hold slack (ns) / total power [mW]
3_5_place_dp: 52.8 / 355000 / 0.335 / 3.23
5_1_grt: 56.8 / 382000 / 0.348 / 5.58
6_report: 56.8 / 382000 / 0.346 / 5.43
2_1_floorplan: - / 338000 / 0.331 / 3.12
4_1_cts: 56.8 / 382000 / 0.349 / 5.47
3_3_place_gp: 52.8 / 355000 / 0.333 / 3.22
-- routing by layer --
layer	up-vias	wire length [um]
li1	63100	-
met1	78600	250000
met2	13000	425000
met3	1889	213000
met4	97	47800
met5	-	3730
-- power breakdown --
group	total (mW)	leakage, nW	switching, mW	internal (mW)
clock network	2.26	13.1	0.982	1.28
registers	2.91	80.0	0.00512	2.90
logic	0.264	26.5	0.154	0.109
total	5.43	120	1.14	4.29
-- how the worst min path moves through the flow --
stage | cells after the start | slack (ns) | to
4_1_cts | 0 | 0.35 | ex_mem_branch
5_1_grt | 0 | 0.35 | ex_mem_reg_write
6_report | 0 | 0.35 | ex_mem_reg_write
-- area by class of cell --
| type | instances | area share (%) |
|---|---|---|
| clock buffer | 1096 | 5.99 |
| clock inverter | 496 | 1.05 |
| multi-input combinational | 4596 | 19.5 |
| inverter | 125 | 0.126 |
| timing repair buffer | 811 | 1.69 |
| tap | 8938 | 2.93 |
| antenna | 137 | 0.0897 |
| sequential | 8782 | 68.6 |
Power figures rest on the tool's default switching activity, not on a simulated workload.
